**flow/config.mk**
```make
export PLATFORM = sky130hd
export DESIGN_NAME = consumer_fsm
export DESIGN_NICKNAME = consumer_fsm
export VERILOG_FILES = /design/flow/design.v
export SDC_FILE = /design/flow/constraint.sdc
export NUM_CORES = 4
export LEC_CHECK = 1
export CORE_UTILIZATION = 50
```
**flow/constraint.sdc**
```tcl
current_design consumer_fsm

set clk_period 1.5
set clk_io_pct 0.2

create_clock -name clk0 -period $clk_period [get_ports {clk}]

set non_clock_inputs [all_inputs -no_clocks]
set_input_delay [expr $clk_period * $clk_io_pct] -clock clk0 $non_clock_inputs
set_output_delay [expr $clk_period * $clk_io_pct] -clock clk0 [all_outputs]
```
**flow/design.v**
```verilog
module consumer_fsm (
    input  wire        clk,
    input  wire        reset,
    input  wire [31:0] pipeline1_outputs,
    input  wire [31:0] pipeline2_outputs, 
    input  wire [1:0]  valid,
    output wire [31:0] out_data_1,
    output wire [31:0] out_data_2
);
reg [31:0] output_data_1;
reg [31:0] output_data_2;
assign out_data_1 = output_data_1;
assign out_data_2 = output_data_2;
always @(posedge clk or posedge reset) begin
    if (reset) begin
        output_data_1 <= 0;
        output_data_2 <= 0;
    end
    else begin
        if (valid[0]) output_data_1 <= pipeline1_outputs;
        else output_data_1 <= output_data_1;
        if (valid[1]) output_data_2 <= pipeline2_outputs;
        else output_data_2 <= output_data_2;
    end
end
endmodule
```
**flow/run.sh**
```bash
#!/bin/bash
# OpenROAD 26Q1-2900-gdf79404cd8, Yosys 0.63+post, stock flow scripts
make -C /OpenROAD-flow-scripts/flow DESIGN_CONFIG=/design/flow/config.mk WORK_HOME=/design/flow/orfs finish
```
==> reports/qor.csv <==
metric,value,unit
status,finished clean,
critical path class,reg2out,
Routed Antenna Nets,0,
Yosys Chip Area,0.00269,mm^2
# Cells Yosys,137,
Vias,1686,
CP endpoint kind,output pin,
filler instances,287,
Setup Viol. Count Final,0,
P_leak,2.28,nW
Reg2Reg Setup Slack,0.61,ns
Avg Inst Size Synth,19.7,um^2
top-level I/O count,132,
clk sink count,64,
total CTS buffers,9,
final period utilization,100,%
Clock transition at path regs,0.06,ns
CTS Hold Buffers Added,0,
Routed WL per cell,17.9,um
clock buffer depth,2,
GPL Wtd Cong,0.763,
fp_density,52.4,%
Power Dens Cells,952,mW/mm^2
diode count,0,
Max IR drop VDD,0.673,mV
Log Warnings,26,
aggregate routed wire length,6410,um
register area,0.00160,mm^2
cell count after synthesis,137,
worst-path cell chain,clkdlybuf4s50_1,
DP Worst Slack,0.349,ns
final core utilization,84.4,%
kind of cell adding the most delay to the critical path,buffers and inverters,
DP HPWL,4060,um
Die Y,75.4,um
DP Area,0.00401,mm^2
Hold Crit Class,in2async,
Unique cell types,6,
crit start category,register,
Commonest Layout Cell,clkdlybuf4s50_1,
maximum capacitance violations,0,
GRT Total Usage,21.9,%
final worst-path setup slack,0.000485,ns
area grow syn2layout,61.0,%
CP max FO,2,
number of port buffers,131,
comb. cell area,946,um^2
Worst Path Required,1.20,ns
Die Area,0.00569,mm^2
Max Slew Vio Count,0,
layout cells sized above 1,32.6,%
clk_skew,0,ns
"area leader, netlist",dfrtp_1,
Mapped Area,0.00269,mm^2
vias in the first global route,1611,
First DRT Iteration DRCs,63,
iteration tally of the first detailed-router pass,2,
clock root buffer master,clkbuf_8,
initial antenna violation count,0,
CP max stage delay,0.50,ns
Slew headroom,82.8,%
clock latency (worst-skew pair),0.32,ns
core box area,0.00514,mm^2
fin area,0.00434,mm^2
Final Hold Fails,0,
#FFs+latches synth,64,
fmax,0.667,GHz
buffer and inverter count on the worst path,1,
minimum clock period,1.50,ns
sequential fraction of the synthesis area,59.5,%
Via-to-Cell Ratio,4.71,
total grt overflow,0,
htree depth,3,
TritonCTS clock tree,done,
Crit-path slowest cell,clkdlybuf4s50_1,
Die W,75.4,um
row count,26,
largest net degree at the start of global routing,51,
most frequent cells in the layout,"87 x clkdlybuf4s50_1, 64 x dfrtp_1, 60 x mux2_4, 36 x dlymetal6s2s_1, 12 x buf_4",
synth warn,1,
Crit path arrival time,1.20,ns
Residual DRC,0,
global-route wire length before repair,8540,um
top cells by area,"dfrtp_1 59%, mux2_4 33%, buf_12 4.5%",
Slew @ Worst Pin,0.258,ns
setup TNS,0,ns
Max-area cell share,59.5,%
==> per-stage QoR <==
stage / total power, mW / hold slack [ns] / cells
finish: 4.13 / 0.378 / 358
global placement: 2.88 / 0.490 / 334
detailed placement: 2.90 / 0.492 / 334
CTS: 4.17 / 0.369 / 347
floorplan: 2.34 / 0.431 / 137
global route: 4.32 / 0.382 / 358
==> flip-flops by register name (all words and copies together), names as in the netlist <==
signal	cells
output_data_1	32
output_data_2	32
==> path summary, 6_finish.rpt <==
path                                                from                             to  depth (start not counted)
min in group clk0          output_data_2[31]$_DFFE_PP0P_  output_data_2[31]$_DFFE_PP0P_                          1
hold / removal                                     reset  output_data_2[10]$_DFFE_PP0P_                          3
setup reg to reg            output_data_1[2]$_DFFE_PP0P_   output_data_1[2]$_DFFE_PP0P_                          2
setup / recovery           output_data_1[14]$_DFFE_PP0P_                 out_data_1[14]                          1
hold reg to reg            output_data_2[31]$_DFFE_PP0P_  output_data_2[31]$_DFFE_PP0P_                          1
max in group asynchronous                          reset  output_data_1[12]$_DFFE_PP0P_                          3
==> power by group <==
part	switching (mW)	internal [mW]	total [mW]
registers	0.101	1.90	2.00
clock network	0.593	0.660	1.25
logic	0.197	0.678	0.875
==> worst register-to-register path, delay by kind of cell, from the launching register on <==
kind                   cells  cell delay [ns]
DFF                        1             0.39
muxes                      1             0.25
buffers and inverters      1             0.14
==> logic make-up after synthesis <==
group                  share of synthesized area, %
multiplexers                                   35.1
flip-flops                                     59.5
buffers and inverters                          5.43
==> layer usage <==
layer | up-vias | GRT usage [%] | wire length, um
li1 | 770 | - | -
met1 | 832 | 33.7 | 2840
met2 | 79 | 31.8 | 2900
met3 | 5 | 9.92 | 625
met4 | 0 | 1.85 | 46
met5 | - | 0 | 0
==> cell usage after synthesis <==
| cell type | n |
|---|---|
| buf_12 | 6 |
| mux2_4 | 60 |
| dfrtp_1 | 64 |
| inv_1 | 1 |
| buf_6 | 2 |
| mux2_2 | 4 |
==> timing repair <==
item / 4_1_cts / 5_1_grt
endpoints found under the setup margin: 6 / 40
pin swaps: 0 / 0
resized: 6 / 36
buffers inserted: 0 / 11
==> area by class of cell <==
type	instances	area share, %
Inverter	1	0.173
Timing Repair Buffer	146	35.4
Sequential cell	64	36.9
Clock inverter	1	0.115
Clock buffer	12	3.58
Tap cell	70	2.02
Multi-Input combinational cell	64	21.8
Power and IR drop assume default switching activity.
