[flow/design.v]
module producer_fsm (
    input  wire        clk,
    input  wire        reset,
    input wire stall_1,
    input wire stall_2,
    output wire [31:0] pipeline1_inputs,
    output wire [31:0] pipeline2_inputs,
    output  wire [1:0]  in_valid,
    output wire        flush_1,
    output wire        flush_2
);
reg [1:0] flush, valid;
assign in_valid = valid;
assign {flush_2, flush_1} = flush;
reg [31:0] counter_1, counter_2;
assign pipeline1_inputs = counter_1;
assign pipeline2_inputs = counter_2;
always @(posedge clk or posedge reset) begin
    if(reset) begin
        valid <= 0;
        flush <= 0;
        counter_1 <= 0;
        counter_2 <= 1;
    end else begin
        if (stall_1) begin
            valid[0] <= 0;
            counter_1 <= counter_1;
        end else begin
            counter_1 <= counter_1 + 2;
            valid[0] <= 1;
        end
        if (stall_2) begin
            valid[1] <= 0;
            counter_2 <= counter_2;
        end else begin
            counter_2 <= counter_2 + 2;
            valid[1] <= 1;
        end
        if(counter_1[6:0] == 0) flush[0] <= 1;
        else flush[0] <= 0;
        if(counter_2[6:0] == 1) flush[1] <= 1;
        else flush[1] <= 0;
    end
end
endmodule
[flow/run.sh]
#!/bin/bash
# OpenROAD 26Q1-2900-gdf79404cd8, Yosys 0.63+post, stock flow scripts
make -C /OpenROAD-flow-scripts/flow DESIGN_CONFIG=/design/flow/config.mk WORK_HOME=/design/flow/orfs finish
[flow/config.mk]
export PLATFORM = sky130hd
export DESIGN_NAME = producer_fsm
export DESIGN_NICKNAME = producer_fsm
export VERILOG_FILES = /design/flow/design.v
export SDC_FILE = /design/flow/constraint.sdc
export NUM_CORES = 4
export LEC_CHECK = 1
export CORE_UTILIZATION = 40
[flow/constraint.sdc]
current_design producer_fsm

set clk_period 2.8
set clk_io_pct 0.2

create_clock -name clk0 -period $clk_period [get_ports {clk}]

set non_clock_inputs [all_inputs -no_clocks]
set_input_delay [expr $clk_period * $clk_io_pct] -clock clk0 $non_clock_inputs
set_output_delay [expr $clk_period * $clk_io_pct] -clock clk0 [all_outputs]
==> ci_impl_report.md <==
## Implementation flow summary

| Metric | Value |
|---|---|
| Status | `finished clean` |
| Synth area leader | `dfrtp_1` |
| Top cells excl fill/tap | `clkdlybuf4s50_1 (69), dfrtp_1 (66), xnor2_1 (49), nand2_1 (21), nand3_1 (20)` |
| Max layer used | `met4` |
| Share of post-route cells with drive strength above 1 | `8.50%` |
| Initial antenna violation count | `0` |
| Max-slew violation count | `0` |
| Period utilization | `75.1%` |
| Vias in the first global route | `1970` |
| Worst-Margin Slew | `582 ps` |
| CP Max Fanout | `10` |
| Latency at later pin | `330 ps` |
| Vias per cell | `4.85` |
| Post-DP HPWL | `3870 um` |
| Setup Viol. Count Final | `0` |
| Dpl cell area | `3820 um^2` |
| Crit. Startpoint | `stall_2` |
| Leakage Power | `1.74 nW` |
| Resize count post-CTS | `0` |
| WS Path Type | `in2reg` |
| Unrepaired setup endpoints after global routing | `no` |
| Global-route wire length before repair | `9580 um` |
| Post-CTS setup buffers | `0` |
| CP arrival | `2320 ps` |
| Cell chosen for the clock root | `clkbuf_8` |
| Reg-to-reg startpoint | `counter_2[1]` |
| Fin cells | `440` |
| CP endpoint kind | `flop` |
| Yosys warnings | `1` |
| GP Congestion | `0.781` |
| Vias post-DR | `2136` |
| Synth Seq Share | `55.1%` |
| Routed wl met3 | `232 um` |
| Distinct lib cells used | `27` |
| Die W | `88.6 um` |
| GRT Resource Usage Total | `16.0%` |
| Clock Skew | `7.40 ps` |
| H-tree levels | `3` |
| Total wire length | `5730 um` |
| CTS max path bufs | `2` |
| Setup crit end | `counter_2[19]` |
| Core Util at FP | `41.3%` |
| Maxcap violations | `0` |
| Largest net degree at the start of global routing | `67` |
| Setup TNS | `0 ps` |
| Netlist Area Pre-Place | `3000 um^2` |
| Cell count in the Yosys report | `259` |
| # diodes | `0` |
| Maximum VDD drop | `0.000339 V` |
| Top Ports | `72` |
| R2r endpoint | `counter_2[19]` |
| Power Density | `587 nW/um^2` |
| Syn_area_per_cell | `11.6 um^2` |
| Fill cell total of the finished layout | `630` |
| I/O Buffers | `69` |
| M1 wire length | `3000 um` |
| Drt drc | `0` |
| Core area | `7250 um^2` |
| HP Class | `reg2reg` |
| Hold slack | `481 ps` |
| Worst R2R Setup Slack | `860 ps` |
| Final Cell Area | `3990 um^2` |
| Cts bufs inserted | `9` |
| Commonest Layout Cell | `clkdlybuf4s50_1` |
| Slew Limit Headroom | `60.9%` |
| Die Footprint | `7850 um^2` |
| CTS tree | `done` |
| Clock transition at path regs | `70 ps` |
| Die height | `88.6 um` |
| Post-synth EDFFs | `0` |
| Dominant flop cell | `dfrtp_1` |
| Top area cell types | `dfrtp_1 (55%), xnor2_1 (14%), nand4_1 (3.8%)` |
| DRT Pass-1 Iters | `6` |
| Post-route ant nets | `0` |
| Cells after DPL | `425` |
| DR WL met2 | `2410 um` |
| Cells after synthesis | `259` |
| Clock Sinks | `66` |
| Core Util, Final | `55.0%` |
| Final Hold Vio Count | `0` |
| Flops after synth | `66` |
| Startpoint Class | `input pin` |
| Peak Freq | `0.475 GHz` |
| Share of async-settable or async-resettable flops after synthesis | `100%` |
| Reg2Reg Depth | `5` |
| Max-area cell share | `55.1%` |
| FP Rows | `31` |
| Yosys chip area | `3000 um^2` |
| Hold-fix buffers at CTS | `0` |
| Tool warnings | `27` |
| Drt first-iter violations | `66` |
| Final min period | `2100 ps` |
| Layout area overhead | `33.1%` |
| Overflow after GRT | `0` |
| CP Data Required Time | `3020 ps` |
| Post-DR wirelength/cell | `13.0 um` |
[final cells by class]
type	count	area (um^2)	share of cell area, %
Clock buffer	12	155	3.89
Clock inverter	3	15.0	0.376
Inverter	11	41.3	1.03
Multi-Input combinational cell	177	1280	32.0
Sequential cell	66	1650	41.4
Tap cell	99	124	3.10
Timing Repair Buffer	72	726	18.2
[synth_stat cells, types with 3 or more instances]
library cell / number
ha_1: 4
inv_1: 11
nor3_1: 6
nor2_1: 10
xor2_1: 11
nand4_1: 18
and3_1: 10
nor4_2: 3
nand2_1: 21
and2_1: 5
dfrtp_1: 66
nand3_1: 20
and4_1: 5
xnor2_1: 49
[metrics by stage]
stage	total power (W)	worst slack, ps
finish	0.00234	696
global route	0.00248	557
CTS	0.00238	680
detailed placement	0.00167	338
global placement	0.00167	394
floorplan	0.00140	585
[worst min-delay path by stage]
stage / cells after the start / start / to
4_1_cts: 1 / counter_2[31] / counter_2[31]
5_1_grt: 1 / counter_2[31] / counter_2[31]
6_report: 1 / counter_2[31] / counter_2[31]
[state kept, by name, indices dropped and copies added (netlist names)]
name	count
counter_1	31
counter_2	31
flush	2
valid	2
[per-layer routing]
metal / vias to the layer above / track usage [%]
li1: 1040 / -
met3: 8 / 2.18
met4: 0 / 2.93
met2: 51 / 22.5
met5: - / 0
met1: 1037 / 27.8
[report_power, final]
group          total, W  internal (W)  switching [W]
registers       0.00123       0.00106       0.000171
logic          0.000415      0.000284       0.000130
clock network  0.000703      0.000361       0.000342
total           0.00234       0.00170       0.000643
[critical path: stages]
cell and delay, ps:
clkdlybuf4s50_1 490, nand3b_1 310, nor4_4 610, nand4_1 200, xnor2_1 150
[cells by family (layout without fill, tap and decap cells)]
| logic type | Yosys count | count (layout) | share of synthesized area (%) |
|---|---|---|---|
| other | 2 | 2 | 0.250 |
| flip-flops | 66 | 66 | 55.1 |
| adder cells (fa/ha/maj) | 4 | 4 | 1.67 |
| buffers and inverters | 16 | 98 | 2.29 |
| AND/OR/NAND/NOR | 109 | 109 | 22.4 |
| multiplexers | 2 | 2 | 0.751 |
| XOR/XNOR | 60 | 60 | 17.5 |
Power and IR drop assume default switching activity.
