==> ./design.v <==
module pipeline_unit (
    input  wire         clk,
    input  wire         reset,
    input  wire [31:0]  inputs,
    input  wire         in_valid,
    input  wire         flush,
    input wire stall,
    output wire [31:0]  outputs, 
    output wire         out_valid,
    output wire out_flush
);
reg [31:0] stage_1_output, stage_2_output, stage_3_output;
reg stage_1_valid, stage_2_valid, stage_3_valid;
reg stage_2_flush, stage_3_flush, output_flush;
assign outputs  = stage_3_output;
assign out_valid = stage_3_valid;
assign out_flush = output_flush;
always @(posedge clk or posedge reset) begin
    if (reset) begin
        stage_1_valid <= 0;
        stage_1_output <= 0;
        stage_2_valid <= 0;
        stage_2_output <= 0;
        stage_3_valid <= 0;
        stage_3_output <= 0;
        stage_2_flush <= 0;
        stage_3_flush <= 0;
    end else begin
        stage_2_flush <= flush;
        stage_3_flush <= stage_2_flush;
        output_flush <= stage_3_flush;
        if (flush) begin
            stage_1_valid <= 0;
            stage_1_output <= 0;
        end else if (stall) begin
            stage_1_output <= stage_1_output;
            stage_1_valid <= stage_1_valid;
        end else begin
            stage_1_valid <= in_valid;
            stage_1_output <= inputs;
        end
        if (stage_2_flush) begin
            stage_2_output <= 0;
        end else if (stall) begin
            stage_2_valid <= stage_2_valid;
            stage_2_output <= stage_2_output;
        end else begin
            stage_2_valid <= stage_1_valid;
            stage_2_output <= stage_1_output;
        end
        if (stage_3_flush) begin
            stage_3_valid <= 0;
            stage_3_output <= 0;
        end else if (stall) begin
            stage_3_valid <= stage_3_valid;
            stage_3_output <= stage_3_output;
        end else begin
            stage_3_valid <= stage_2_valid;
            stage_3_output <= stage_2_output;
        end
    end
end
endmodule
==> ./run.sh <==
#!/bin/bash
# OpenROAD 26Q1-2900-gdf79404cd8, Yosys 0.63+post, stock flow scripts
make -C /OpenROAD-flow-scripts/flow DESIGN_CONFIG=/design/flow/config.mk WORK_HOME=/design/flow/orfs finish
==> ./config.mk <==
export PLATFORM = sky130hd
export DESIGN_NAME = pipeline_unit
export DESIGN_NICKNAME = pipeline_unit
export VERILOG_FILES = /design/flow/design.v
export SDC_FILE = /design/flow/constraint.sdc
export NUM_CORES = 4
export LEC_CHECK = 1
export CORE_UTILIZATION = 50
==> ./constraint.sdc <==
current_design pipeline_unit

set clk_period 2.4
set clk_io_pct 0.2

create_clock -name clk0 -period $clk_period [get_ports {clk}]

set non_clock_inputs [all_inputs -no_clocks]
set_input_delay [expr $clk_period * $clk_io_pct] -clock clk0 $non_clock_inputs
set_output_delay [expr $clk_period * $clk_io_pct] -clock clk0 [all_outputs]
==> GITHUB_STEP_SUMMARY <==
## Synthesis and layout report

| Metric | Value |
|---|---|
| Run status | `finished clean` |
| Final RePlAce weighted congestion | `0.725` |
| Adder share | `0%` |
| Syn-to-layout area delta | `24.0%` |
| Comb area leader | `multiplexers` |
| First-pass GRT wire length | `12.1 mm` |
| Final period util | `70.9%` |
| Post-synth mux share | `24.4%` |
| Pre-Place Util | `52.1%` |
| Yosys warning count | `1` |
| Grt met3 use | `4.22%` |
| Layout Cells excl Fill | `496` |
| Worst Tran Pin Value | `0.516 ns` |
| Yosys stat area | `4060 sq um` |
| Initial drt markers | `161` |
| Final Util | `64.5%` |
| Worst path top cell family by delay | `buffers and inverters` |
| Post-CTS Resized | `0` |
| CTS H-tree lvls | `3` |
| Worst Skew | `0.0137 ns` |
| Slowest CP cell | `clkdlybuf4s50_1` |
| Congestion Overflow GR | `0` |
| FMAX | `588 MHz` |
| Area leader share | `62.2%` |
| Mapped cell area | `4060 sq um` |
| Vias in the first global route | `2437` |
| RSZ-0062 raised after global routing | `false` |
| Cts bufs inserted | `9` |
| Hpwl dp | `4.29 mm` |
| And-or/or-and share of the synthesized area | `0%` |
| Distinct cells, synth | `10` |
| Drt pass-1 iters | `4` |
| Yosys reg bits | `102` |
| Final WL | `7.02 mm` |
| Die Area | `8490 sq um` |
| P_leak | `2.53 nW` |
| Worst Path Buf+Inv | `1` |
| Max Cap Violations | `0` |
| Core Footprint | `7810 sq um` |
| Min cycle time layout | `1.70 ns` |
| Grt peak-use layer | `met1` |
| Routed WL per cell | `14.1 microns` |
| CTS tree | `yes` |
| Inst Count DP | `482` |
| Num Clock Sinks | `102` |
| # IOs | `71` |
| Cells after Synth | `324` |
| Yosys stat cell total | `324` |
| Post-CTS Setup Inserts | `0` |
| Worst vdd ir | `435 uV` |
| Critical Path Source Type | `flop` |
| Reg2reg setup slack | `1.24 ns` |
| Share of layout cells above drive strength 1 | `6.09%` |
| Worst slew margin | `65.6%` |
| Post-Synth XOR/XNOR Area | `0%` |
| Met1 GRT Util | `33.4%` |
| CTS clock-pin slew for the worst setup and hold paths | `0.09 ns` |
| Row count | `32` |
| DIE HEIGHT | `92.2 microns` |
| Crit path required time | `1.92 ns` |
| Syn Area/Cell | `12.5 sq um` |
| Initial antenna violation count | `0` |
| CTS Buffer Depth | `2` |
| Arr. time, crit path | `1.22 ns` |
| Yosys simple share | `9.14%` |
| Max stage delay on crit path | `0.49 ns` |
| Hold buffer count at CTS | `0` |
| Area leader, netlist | `dfrtp_1` |
| Tool warnings | `27` |
| CP endpoint kind | `primary output` |
| Met2 usage | `27.5%` |
| Via count | `2488` |
| Final hold violations | `0` |
| Pwr/cell area | `621 nW/um^2` |
| DRC errors left | `0` |
| Vias per cell | `5.02` |
| Hold Crit Class | `reg2reg` |
| Number of diodes | `0` |
| Seq/Total Area, Yosys | `62.9%` |
| Die X | `92.2 microns` |
| Crit path max fanout | `2` |
| Clk root buf | `clkbuf_8` |
| Critical path, cell by cell | `clkdlybuf4s50_1` |
| Pin count of the biggest net entering global routing | `63` |
| Port bufs | `70` |
| Final setup viols | `0` |
| WS Path Type | `reg2out` |
| Final ANT Viol Nets | `0` |
| Fin. max-slew vios | `0` |
| Cell area leaders | `dfrtp_1 (62%), mux2i_1 (24%), nor2_1 (9.1%), buf_4 (1.7%), clkbuf_1 (1.1%)` |
| Tot GR Track Use | `19.1%` |
| Late-Pin Clk Latency | `0.35 ns` |
-- cells by family after synthesis --
kind of cell / after synthesis
multiplexers: 99
flip-flops: 102
AND/OR/NAND/NOR: 99
buffers and inverters: 24
-- final cells by class --
| cell class | instances | area (sq um) |
|---|---|---|
| inverters | 1 | 7.51 |
| clock buffers | 10 | 128 |
| flip-flops and latches | 102 | 2560 |
| fillers | 606 | 2770 |
| repair buffers | 79 | 803 |
| multi-input cells | 198 | 1360 |
| clock inverters | 4 | 50.0 |
| well taps | 102 | 128 |
-- path summary, 6_finish.rpt --
check / cells after the start / end / from
max in group asynchronous: 3 / stage_1_output[2] / reset
min in group asynchronous: 3 / stage_1_output[8] / reset
max: 1 / outputs[25] / stage_3_output[25]
min: 1 / stage_2_valid / stage_1_valid
max reg2reg: 2 / stage_3_output[25] / stage_3_flush
min reg2reg: 1 / stage_2_valid / stage_1_valid
-- report_power, final --
group          switching [mW]  internal [mW]  leakage, nW
clock network           0.531          0.470       0.0842
logic                   0.148          0.159         1.06
registers              0.0355           1.78         1.38
total                   0.715           2.41         2.53
-- placed cells by master, fill, tap and decap left out --
cell / synthesis / routed
clkbuf_1: 12 / 1
mux2i_1: 98 / 98
buf_4: 9 / 7
nor2_1: 99 / 99
edfxtp_1: 1 / 1
buf_12: 0 / 3
clkinvlp_4: 0 / 3
clkinv_2: 0 / 1
bufinv_16: 0 / 1
clkdlybuf4s50_1: 0 / 69
mux2_1: 1 / 1
clkbuf_8: 0 / 9
dfrtp_1: 101 / 101
-- sequential cells by signal (all words and copies together), names as in the netlist --
| name | flops |
|---|---|
| output_flush | 1 |
| stage_1_output | 32 |
| stage_1_valid | 1 |
| stage_2_flush | 1 |
| stage_2_output | 32 |
| stage_2_valid | 1 |
| stage_3_flush | 1 |
| stage_3_output | 32 |
| stage_3_valid | 1 |
-- routing by layer --
layer	part of all wire, %	up-vias
li1	-	1206
met3	4.6	4
met2	44	53
met5	0	-
met4	0.76	0
met1	50	1225
-- Yosys cell counts --
library cell and n:
inv_1 1, buf_6 1, buf_4 9, nor2_1 99
buf_8 1, mux2_1 1, edfxtp_1 1, mux2i_1 98
clkbuf_1 12, dfrtp_1 101
-- metrics by stage --
step	cell area [sq um]	hold WS, ns	total power, mW	setup slack, ns	TNS, ns
final	5040	0.511	3.13	0.698	0
after global routing	5040	0.533	3.28	0.643	0
after CTS	5040	0.517	3.17	0.682	0
after detailed placement	4860	0.488	2.16	0.808	0
after global placement	4860	0.480	2.16	0.832	0
after floorplan	4070	0.352	2.04	-0.107	-0.107
Power figures rest on the tool's default switching activity, not on a simulated workload.
